==> flow/design.v <==
module CounterWithFunction
#(
	parameter ZERO = 0,
	parameter MAXIMUM_VALUE = 17,
	parameter NBITS_FOR_COUNTER = CeilLog2(MAXIMUM_VALUE)
)
(
	input clk,
	input reset,
	input enable,
	output flag0,
	output flag32 
);
bit MaxValue_Bit;
bit Zero_Bit;
logic [NBITS_FOR_COUNTER-1 : 0] Count_logic;
always_ff@(posedge clk or negedge reset) begin
	if (reset == 1'b0)
		Count_logic <= {NBITS_FOR_COUNTER{1'b0}};
	else begin
			if(enable == 1'b1)
				if(Count_logic == MAXIMUM_VALUE - 1)
					Count_logic <= 0;
				else
					Count_logic <= Count_logic + 1'b1;
	end
end
always_comb begin
	if(Count_logic == ZERO)
		Zero_Bit = 1;
	else
		Zero_Bit = 0;
	if(Count_logic == MAXIMUM_VALUE-1)
		MaxValue_Bit = 1; 
	else
		MaxValue_Bit = 0;
end
assign flag32 = MaxValue_Bit;
assign flag0 = Zero_Bit;
     function integer CeilLog2;
       input integer data;
       integer i,result;
       begin
          for(i=0; 2**i <= data; i=i+1)
             result = i + 1;
          CeilLog2 = result;
       end
    endfunction
endmodule
==> flow/run.sh <==
#!/bin/bash
# OpenROAD 26Q1-2900-gdf79404cd8, Yosys 0.63+post, stock flow scripts
make -C /OpenROAD-flow-scripts/flow DESIGN_CONFIG=/design/flow/config.mk WORK_HOME=/design/flow/orfs finish
==> flow/config.mk <==
export PLATFORM = sky130hd
export DESIGN_NAME = CounterWithFunction
export DESIGN_NICKNAME = CounterWithFunction
export VERILOG_FILES = /design/flow/design.v
export SDC_FILE = /design/flow/constraint.sdc
export NUM_CORES = 4
export LEC_CHECK = 1
export CORE_AREA = 10 10 70 70
export DIE_AREA = 0 0 80 80
==> flow/constraint.sdc <==
current_design CounterWithFunction

set clk_period 1.6
set clk_io_pct 0.2

create_clock -name clk0 -period $clk_period [get_ports {clk}]

set non_clock_inputs [all_inputs -no_clocks]
set_input_delay [expr $clk_period * $clk_io_pct] -clock clk0 $non_clock_inputs
set_output_delay [expr $clk_period * $clk_io_pct] -clock clk0 [all_outputs]
==> flow_summary_export.csv <==
group,metric,value,unit
run_status,run_status,"finished, final reports clean",
global_routing,globalRouteOverflowTotal,0,
power,share_clk_of_total_power,22.4,%
sta,finClkSkew,1.20,ps
sta,final_min_period,1490,ps
cells_and_area,largest_register_ff_count,5,
place,hpwlAfterDp,472,um
power,p_int,0.412,mW
sta,hold_slack,304,ps
die,die_span_in_x,80,um
synthesis,synthesis.instances,28,
synthesis,yosys-stat-cells,28,
synthesis,fraction_of_the_mapped_netlist_area_in_adder_cells,8.23,%
detailed_routing,drcViolationCount,0,
min_path,timing.hold.worst.class,"input pin to async pin",
clock_network,clock_transition_at_path_regs,40,ps
die,placementRows,21,
synthesis,synth.ff_latch_count,5,
synthesis,synth.most_common_cell,"sky130_fd_sc_hd__dfrtp_1",
global_routing,busiest_layer,"met2",
global_routing,grt_max_degree,9,
place,postPlaceCellArea,450,sq um
run,cap_viol_max_count,0,
synthesis,enable_flop_cells,0,
power,power_frac_seq,34.2,%
sta,unrepaired_setup_endpoints_after_global_routing,"no",
detailed_routing,routed_wl,649,um
global_routing,gr-usage-met3,1.48,%
detailed_routing,route.antenna.diode_count,0,
critical_path,r2r_start,"Count_logic[0]$_DFFE_PN0P_",
power,power_frac_comb,43.5,%
die,ios,5,
global_routing,globalRouteMet2Util,2.65,%
critical_path,reg2regPathDepth,6,
synthesis,synth-seq-area-share,41.2,%
synthesis,ys_top_cells_by_count,"5 x sky130_fd_sc_hd__dfrtp_1, 2 x sky130_fd_sc_hd__ha_1, 2 x sky130_fd_sc_hd__inv_1, 2 x sky130_fd_sc_hd__nor2_1, 2 x sky130_fd_sc_hd__o21ai_0",
sta,tightest_pin_transition,276,ps
place,place_congestion,0.786,
clock_network,tritoncts,"yes",
clock_network,cts_made_buffers,3,
clock_network,cts_sinks,5,
detailed_routing,drtPass1Iterations,2,
critical_path,slack_of_the_worst_reg_to_reg_path,350,ps
synthesis,ys_dominant_reg_cell,"sky130_fd_sc_hd__dfrtp_1",
global_routing,antenna_found_initial,0,
critical_path,worst_setup_path_start_kind,"flip-flop",
synthesis,synth_async_sr_flop_share,100,%
global_routing,grt_pass1_vias,242,
synthesis,synth_cell_types,20,
synthesis,largest_area_cell,"sky130_fd_sc_hd__dfrtp_1",
global_routing,grt_usage,1.81,%
synthesis,top_logic_kind,"simple AND/OR/NAND/NOR gates",
clock_network,clockRootBuffer,"sky130_fd_sc_hd__clkbuf_4",
detailed_routing,dr_total_vias,248,
sta,setup_violations,0,
critical_path,critical_path_required,1280,ps
cells_and_area,filler_cell_count,381,
critical_path,data_arrival_time_of_the_critical_path,1170,ps
synthesis,synth_chip_area,304,sq um
synthesis,mux_share,3.29,%
critical_path,crit_path_end_kind,"primary output",
cells_and_area,largestRegisters,"Count_logic: 5 flops",
clock_network,post_cts_hold_buffer_count,0,
global_routing,grt_pass1_wl,917,um
synthesis,yosys_warnings,1,
power,power_leakage,0.230,nW
die,fp_util,8.90,%
cells_and_area,post-route-util,14.9,%
run,log.warning_count,26,
synthesis,synthSimpleGateAreaFrac,28.8,%
sta,maxSlewViolCount,0,
cells_and_area,postLayoutCellArea,509,sq um
power,power.switching,0.202,mW
power,vdd_ir_drop_max,0.203,mV
synthesis,synth.cellmix.xorXnorShare,2.88,%
sta,timing.max_slew.rel_slack,81.5,%
critical_path,worst_r2r_endpoint,"Count_logic[2]$_DFFE_PN0P_",
synthesis,yosys-top-cells-area,"sky130_fd_sc_hd__dfrtp_1 41%, sky130_fd_sc_hd__ha_1 8.2%, sky130_fd_sc_hd__nand3b_4 6.6%",
global_routing,grt_util_met1,1.87,%
synthesis,syn-mean-instance-area,10.9,sq um
detailed_routing,avgViaCountPerCell,2.76,
detailed_routing,drc_marker_count_from_the_first_detailed_route_iteration,7,
sta,maxClockFrequency,669,MHz
sta,timing_hold_violations_final,0,
detailed_routing,antenna_violating_nets_post_route,0,
sta,period_used_share,93.4,%
critical_path,worstPathMaxFanout,3,
place,buffer_ports.inserted,4,
synthesis,synth_top_area_share,41.2,%
detailed_routing,post_drt_wl_per_cell,7.21,um
cells_and_area,top_register,"Count_logic",
die,dieArea,0.00640,sq mm
clock_network,h-tree-depth,1,
synthesis,yosys.area_share.aoi,9.47,%
critical_path,worstSetupPathType,"flip-flop to primary output",
synthesis,synth_area,304,sq um
power,p_sw_share,32.8,%
die,dieHeight,80,um
cells_and_area,layout-area-overhead-vs-synth,67.5,%
clock_network,worst_skew_pair.late_latency,230,ps
power,power_density,1210,mW/mm^2
die,core-area,0.00342,sq mm
clock_network,cts_max_path_buffers,2,
cells_and_area,layout_cells_sized_above_1,50.0,%
## kinds of logic after synthesis
family / after synthesis
flip-flops: 5
XOR/XNOR: 1
adder cells (fa/ha/maj): 2
AND-OR/OR-AND: 5
buffers and inverters: 3
AND/OR/NAND/NOR: 11
multiplexers: 1
## critical path, cell delays in order, from the launching register on
cell	delay, ps
sky130_fd_sc_hd__dfrtp_1	380
sky130_fd_sc_hd__inv_2	80
sky130_fd_sc_hd__ha_4	160
sky130_fd_sc_hd__nand3b_4	80
sky130_fd_sc_hd__nor2_2	70
sky130_fd_sc_hd__clkdlybuf4s15_1	170
## per-stage QoR
step	std cells	setup TNS, ps	power, mW	setup WS, ps
floorplan	28	0	0.342	443
global placement	85	-171	0.429	-91.4
detailed placement	85	-187	0.433	-93.8
CTS	88	0	0.595	16.7
global route	90	0	0.667	13.1
finish	90	0	0.614	106
## layout by cell type (no fill, tap or decap), types with 2 or more instances in the layout
master                            count
sky130_fd_sc_hd__buf_4                9
sky130_fd_sc_hd__dfrtp_1              5
sky130_fd_sc_hd__o21ai_0              2
sky130_fd_sc_hd__clkdlybuf4s50_1      2
sky130_fd_sc_hd__clkbuf_4             3
sky130_fd_sc_hd__inv_2                2
## power groups by stage
| stage | Combinational (mW) | Sequential (mW) | Clock (mW) |
|---|---|---|---|
| after CTS | 0.249 | 0.200 | 0.146 |
| after global routing | 0.292 | 0.214 | 0.161 |
| final | 0.267 | 0.210 | 0.137 |
## timing repair
item,4_1_cts,5_1_grt
pin swaps,2,2
buffers inserted,0,2
resized,8,4
cloned,0,0
endpoints found under the setup margin,2,2
## routing by layer
| metal | up-vias | wire length, um |
|---|---|---|
| met1 | 112 | 319 |
| met5 | - | 0 |
| met2 | 4 | 273 |
| met4 | 0 | 0 |
| met3 | 0 | 56 |
| li1 | 132 | - |
## worst max path at each step
stage,cells past startpoint,endpoint,from,slack [ps]
final,5,flag32,Count_logic[0]$_DFFE_PN0P_,110
after CTS,4,flag0,Count_logic[1]$_DFFE_PN0P_,20
after global routing,5,flag32,Count_logic[0]$_DFFE_PN0P_,10
## cell type report
type	count	area, sq um	area share (%)
Inverter	2	7.51	1.47
Multi-Input combinational cell	20	190	37.3
Sequential cell	5	125	24.6
Timing Repair Buffer	13	103	20.1
Tap cell	46	57.6	11.3
Clock buffer	4	26.3	5.16
Power is estimated from default activity; no workload was simulated.
